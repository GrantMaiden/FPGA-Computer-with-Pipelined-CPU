===== design/flow/config.mk =====
export PLATFORM = sky130hd
export DESIGN_NAME = mux2To1Set16Stage2
export DESIGN_NICKNAME = mux2To1Set16Stage2
export VERILOG_FILES = /design/flow/design.v
export SDC_FILE = /design/flow/constraint.sdc
export NUM_CORES = 4
export LEC_CHECK = 1
export CORE_AREA = 10 10 70 70
export DIE_AREA = 0 0 80 80

===== design/flow/design.v =====
module mux2To1 (clk, reset, select, in0, in1, out);
	input  logic clk, reset;  
	input  logic select;      
	input  logic in0, in1;    
	output logic out;         
	always_comb begin
		if (select) begin  
			out = in1;
		end else begin     
			out = in0;
		end
	end
endmodule
module mux2To1Set16Stage2 (clk, reset, bitsIn, select, bitsOut);
	input  logic clk, reset;      
	input  logic [15:0] bitsIn;   
	input  logic [15:0] select;   
	output logic [15:0] bitsOut;  
	genvar i;
	mux2To1 mux0bit (.clk, .reset, .select(select[0]),
	                 .in0(1'b0), .in1(bitsIn[0]), .out(bitsOut[0]));
	mux2To1 mux1bit (.clk, .reset, .select(select[1]),
	                 .in0(1'b0), .in1(bitsIn[1]), .out(bitsOut[1]));
	generate
		for (i = 2; i < 16; i++) begin : eachMux
			mux2To1 muxCopy (.clk, .reset, .select(select[i]),
			                 .in0(bitsIn[i - 2]), .in1(bitsIn[i]), .out(bitsOut[i]));
		end
	endgenerate
endmodule

===== design/flow/constraint.sdc =====
current_design mux2To1Set16Stage2

set clk_period 1.0
set clk_io_pct 0.2

create_clock -name clk0 -period $clk_period

set non_clock_inputs [all_inputs -no_clocks]
set_input_delay [expr $clk_period * $clk_io_pct] -clock clk0 $non_clock_inputs
set_output_delay [expr $clk_period * $clk_io_pct] -clock clk0 [all_outputs]

===== design/flow/run.sh =====
#!/bin/bash
# OpenROAD 26Q1-2900-gdf79404cd8, Yosys 0.63+post, stock flow scripts
make -C /OpenROAD-flow-scripts/flow DESIGN_CONFIG=/design/flow/config.mk WORK_HOME=/design/flow/orfs finish

==> impl_metrics.tcl <==
# yosys + openroad results
set metrics [dict create \
    status "completed" \
    route.met2.wl_um 505 \
    dieHeight_um 80 \
    cts_setup_buffers 0 \
    ys_sh_xor 0 \
    worstHoldStart "bitsIn[3]" \
    grt.overflow.total 0 \
    fin_crit_ps 992 \
    hp-class "input pin to primary output" \
    p_int_w 0.000181 \
    routed_wl_um 1210 \
    route.met3.wl_um 214 \
    grt_pass1_vias 352 \
    critical_path.max_fanout 1 \
    comb_area_um2 223 \
    synth.cellmix.compoundShare 0 \
    cp-startpoint "select[4]" \
    wl_met1_um 487 \
    ys_types 4 \
    ff_latch_area_um2 0 \
    seqPwrFrac 0 \
    diodes 0 \
    setup_violations 0 \
    route.detailed.drc 0 \
    ys_sh_adder 0 \
    vias 322 \
    simple_gate_share 0.0426 \
    synth.most_common_cell "buf_4" \
    drive_above_1_share 0.688 \
    fp.coreArea_mm2 0.00342 \
    rsz0062_at_grt "false" \
    n_fill_cell 390 \
    syn_area_um2 294 \
    crit_type "input pin to primary output" \
    warnings 34 \
    gp_congestion 0.810 \
    p_per_area_mw_per_mm2 355 \
    dp_hpwl_um 1090 \
    yosys.area.top_type "mux2_1" \
    final_util 0.192 \
    worstPathArrival_ps 790 \
    hold_buffers 0 \
    clkbuf_count 0 \
    top_layer "met3" \
    finalHoldViolCount 0 \
    wl_per_cell_um 11.0 \
    p_switching_w 0.0000527 \
    leakagePower_nw 0.339 \
    critPathLaunchType "input pin" \
    slew_headroom 0.948 \
    dieArea_mm2 0.00640 \
    ys_cells 32 \
    fmax_mhz 1010 \
    row_count 21 \
    comb_power_share 1.000 \
    synthTopLogicFamily "multiplexers" \
    dpl_worst_slack_ps -609 \
    grt_antenna_before_repair 0 \
    fp_util 0.0861 \
    yosys_area_um2 294 \
    crit_required_ps 800 \
    common_cells "16 x buf_4, 13 x mux2_1, 2 x and2_1, 1 x mux2_4" \
    setup_ws_ps 8.32 \
    critPathCaptureType "primary output" \
    syn_to_final_growth_pct 123 \
    setup_tns_ps 0 \
    die_w_um 80 \
    avgViaCountPerCell 2.93 \
    tightest_slew_ps 77.3 \
    synth_seq_share 0 \
    avgSynthCellArea_um2 9.19 \
    grt_pass1_wl_um 1820 \
    hold_ws_ps 697 \
    first_pass_iters 2 \
    clkPwrFrac 0 \
    top_level_ports 50 \
    max_cap_viol_count 0 \
    grt_max_degree 3 \
    max-vdd-ir-drop_v 0.0000744 \
    grtUsageTotal 0.0339 \
    mux_share 0.549 \
    swShare 0.226 \
    drt_iter0_drc 2 \
    yosys_warnings 1 \
    slew_violations 0 \
    area_leaders "mux2_1 50%, buf_4 41%, mux2_4 5.1%" \
    syn_inst 32 \
    period_used_share 0.992 \
    flops 0 \
    portBuffers 48 \
    antenna_left 0 \
    synth_top_area_share 0.498 \
]
worst max-delay path, stage by stage:
cell and delay [ps]:
clkdlybuf4s15_2 190, mux2_4 300, buf_6 110
cells in the final DEF, fill, tap and decap left out:
cell,n
clkbuf_2,11
buf_6,5
dlygate4sd2_1,3
and2_1,2
clkdlybuf4s15_1,15
mux2_4,14
clkdlybuf4s15_2,3
buf_2,11
cell families after synthesis:
kind of cell  Yosys count
mux                    14
buf+inv                16
simple gates            2
routing by layer:
layer / track usage / vias to the layer above
li1: - / 159
met1: 0.0409 / 135
met2: 0.0514 / 28
met3: 0.0239 / 0
met4: 0 / 0
met5: 0 / -
worst paths after layout:
kind / endpoint / slack [ps] / depth (start not counted)
setup / recovery: bitsOut[4] / 8 / 3
hold / removal: bitsOut[3] / 700 / 3
stage by stage:
step	std cells	total power [W]	area [µm²]
floorplan	32	0.0000962	294
global placement	110	0.000261	712
detailed placement	110	0.000263	712
CTS	110	0.000246	709
global route	110	0.000253	657
finish	110	0.000233	657
power groups by stage:
stage / logic, W / clock network [W] / registers [W]
CTS: 0.000246 / 0 / 0
global route: 0.000253 / 0 / 0
finish: 0.000233 / 0 / 0
timing repair:
action | in CTS | in global routing
setup endpoints to repair | 16 | 11
gates resized | 127 | 15
gates cloned | 0 | 0
pin swaps | 2 | 0
area by class of cell:
type,count,share of cell area
Multi-Input combinational cell,16,0.339
Tap cell,46,0.0876
Timing Repair Buffer,48,0.573
Power figures rest on the tool's default switching activity, not on a simulated workload.

[flow/config.mk]
export PLATFORM = sky130hd
export DESIGN_NAME = mux2To1Set16Stage1
export DESIGN_NICKNAME = mux2To1Set16Stage1
export VERILOG_FILES = /design/flow/design.v
export SDC_FILE = /design/flow/constraint.sdc
export NUM_CORES = 4
export LEC_CHECK = 1
export CORE_AREA = 10 10 70 70
export DIE_AREA = 0 0 80 80
[flow/constraint.sdc]
current_design mux2To1Set16Stage1

set clk_period 1.0
set clk_io_pct 0.2

create_clock -name clk0 -period $clk_period

set non_clock_inputs [all_inputs -no_clocks]
set_input_delay [expr $clk_period * $clk_io_pct] -clock clk0 $non_clock_inputs
set_output_delay [expr $clk_period * $clk_io_pct] -clock clk0 [all_outputs]
[flow/design.v]
module mux2To1 (clk, reset, select, in0, in1, out);
	input  logic clk, reset;  
	input  logic select;      
	input  logic in0, in1;    
	output logic out;         
	always_comb begin
		if (select) begin  
			out = in1;
		end else begin     
			out = in0;
		end
	end
endmodule
module mux2To1Set16Stage1 (clk, reset, bitsIn, select, bitsOut);
	input  logic clk, reset;      
	input  logic [15:0] bitsIn;   
	input  logic [15:0] select;   
	output logic [15:0] bitsOut;  
	genvar i;
	mux2To1 mux0bit (.clk, .reset, .select(select[0]),
	                 .in0(1'b0), .in1(bitsIn[0]), .out(bitsOut[0]));
	generate
		for (i = 1; i < 16; i++) begin : eachMux
			mux2To1 muxCopy (.clk, .reset, .select(select[i]),
			                 .in0(bitsIn[i - 1]), .in1(bitsIn[i]), .out(bitsOut[i]));
		end
	endgenerate
endmodule
[flow/run.sh]
#!/bin/bash
# OpenROAD 26Q1-2900-gdf79404cd8, Yosys 0.63+post, stock flow scripts
make -C /OpenROAD-flow-scripts/flow DESIGN_CONFIG=/design/flow/config.mk WORK_HOME=/design/flow/orfs finish
==> impl_metrics.py <==
# Synthesis and PnR figures
metrics = {
    "status": {
        "status": "finished clean",
    },
    "drt": {
        "vias": 309,
        "drt_pass1_iterations": 2,
        "first_iter_violations": 4,
        "ant_nets": 0,
        "routed_via_density": 2.81,
        "drc": 0,
        "totalWireLength_um": 1540,
        "wl_per_cell_um": 14.0,
        "antennaDiodeCount": 0,
    },
    "worst_setup_path": {
        "cp.arrival_ns": 0.80,
        "cp_max_fo": 1,
        "crit_type": "input pin to primary output",
        "crit_path_end_kind": "primary output",
        "start_kind": "input pin",
        "worst-endpoint-required_ns": 0.80,
    },
    "power_and_ir_drop": {
        "p_total_mw": 0.261,
        "switching_share_pct": 24.9,
        "netSwitchingPower_mw": 0.0650,
        "power.leakage_nw": 0.349,
        "vdd_ir_drop_max_mv": 0.0674,
        "seqPwrFrac_pct": 0,
        "power_frac_clock_pct": 0,
        "powerDensity_nw_per_um2": 387,
        "intPower_mw": 0.196,
        "power_frac_comb_pct": 100.0,
    },
    "floorplanning": {
        "die_x_um": 80,
        "ios": 50,
        "fp.coreArea_um2": 3420,
        "die_h_um": 80,
        "dieArea_um2": 6400,
        "initCoreUtil_pct": 8.75,
        "rows": 21,
    },
    "yosys": {
        "syn_area_per_cell_um2": 9.34,
        "synth_cell_types": 4,
        "yosys_area_um2": 299,
        "postSynthSeqShare_pct": 0,
        "syn_inst": 32,
        "yosysWarnings": 1,
        "synth_stat.cells": 32,
        "syn_area_um2": 299,
    },
    "final_timing": {
        "rsz0062_at_grt": "false",
        "fin_crit_sh_pct": 99.6,
        "slew-limit-headroom_pct": 93.5,
        "finalSetupTns_ns": 0,
        "holdWs_ns": 0.707,
        "period_minus_slack_ns": 0.996,
        "setup-violations-final": 0,
        "final_hold_viol_count": 0,
        "finalWorstSetupSlack_ns": 0.00388,
        "slew_violations": 0,
        "max_slew.worst_pin.slew_ns": 0.0979,
        "fmax_ghz": 1.00,
    },
    "placed_design": {
        "pre_cts_slack_ns": -0.642,
        "dp_hpwl_um": 1390,
        "place.gp.congestion": 0.697,
        "io_buffers": 48,
    },
    "clocking": {
        "cts_hold_buf": 0,
        "post-cts-setup-buffer-count": 0,
    },
    "global_routing": {
        "grt_pass1_wl_um": 2310,
        "grt.total_usage_pct": 4.57,
        "antenna_found_initial": 0,
        "grt_pass1_vias": 373,
        "grt-ovfl-total": 0,
        "grt_max_degree": 3,
    },
    "min_path": {
        "hp-class": "input pin to primary output",
    },
    "final_layout": {
        "layout-drive-gt1-share_pct": 71.9,
        "flops": 0,
        "regArea_um2": 0,
        "area_delta_synth_final_pct": 126,
        "num-clock-buffers": 0,
    },
    "job": {
        "drv_cap": 0,
        "tool_warnings": 34,
    },
}
[critical path, stage by stage]
cell and delay (ns):
clkdlybuf4s15_2 0.19, mux2_4 0.30, buf_6 0.11
[cell usage after synthesis (all sizes together)]
cell type,count,area (um2)
buf,16,120
and2,1,6.26
mux2,15,173
[timing repair]
action                                  in CTS  in global routing
gates resized                              144                 11
pin swaps                                    1                  0
endpoints found under the setup margin      16                  8
[cell type report]
class,count,area [um2]
Tap cell,46,57.6
Fill cell,395,2740
Timing Repair Buffer,48,387
Multi-Input combinational cell,16,231
[cell usage in the layout (no fill, tap or decap)]
master           synthesis  routed
clkdlybuf4s15_2          0       1
dlygate4sd2_1            0       1
mux2_4                   1      15
clkbuf_2                 0       9
clkdlybuf4s15_1          0      16
buf_2                    0      12
and2_1                   1       1
buf_6                    0       9
[cells by family after synthesis]
| group | after synthesis | synth area share, % |
|---|---|---|
| buffers and inverters | 16 | 40.2 |
| multiplexers | 15 | 57.7 |
| AND/OR/NAND/NOR | 1 | 2.09 |
[power groups by stage]
stage / logic (mW) / registers (mW) / clock network (mW)
finish: 0.261 / 0 / 0
global route: 0.278 / 0 / 0
CTS: 0.279 / 0 / 0
[metal layers]
layer / wire, um / vias up / GRT usage (%) / part of all wire [%]
met5: 0 / - / 0 / 0
met4: 0 / 0 / 0.528 / 0
met3: 5 / 0 / 0.227 / 0.33
met2: 1060 / 4 / 9.79 / 69
met1: 473 / 145 / 4.68 / 31
li1: - / 160 / - / -
[metrics by stage]
step,instance area [um2],std cells,util (%)
2_1_floorplan,299,32,-
3_3_place_gp,717,110,21.0
3_5_place_dp,717,110,21.0
4_1_cts,733,110,21.5
5_1_grt,676,110,19.8
6_report,676,110,19.8
[worst paths after layout]
kind | to | slack (ns) | cells past startpoint | start
worst max-delay path | bitsOut[11] | 0.004 | 3 | select[11]
worst min-delay path | bitsOut[6] | 0.71 | 3 | bitsIn[6]

$ cat /design/flow/design.v
module Subtractor (A, B, sum, VF, CF );
	input [15:0]A, B;
	output [15:0]sum;
	output VF, CF ;
	wire [15:0] minuend;
	wire [15:0] tempcarryOut;
	assign minuend = ~B;
	four_bit_carry_lookahead add1(.a(A[3:0]), .b(minuend[3:0]), .c(1'b1), .s(sum[3:0]), .cout(tempcarryOut[3:0]));  
	four_bit_carry_lookahead add2(.a(A[7:4]), .b(minuend[7:4]), .c(tempcarryOut[3]), .s(sum[7:4]), .cout(tempcarryOut[7:4]));
	four_bit_carry_lookahead add3(.a(A[11:8]), .b(minuend[11:8]), .c(tempcarryOut[7]), .s(sum[11:8]), .cout(tempcarryOut[11:8]));
	four_bit_carry_lookahead add4(.a(A[15:12]), .b(minuend[15:12]), .c(tempcarryOut[11]), .s(sum[15:12]), .cout(tempcarryOut[15:12]));
	assign VF = tempcarryOut[15] ^ tempcarryOut[14];
	assign CF = tempcarryOut[15];
endmodule
module four_bit_carry_lookahead (a, b, c, s, cout);
  input  [3:0] a;
  input  [3:0] b;
  input        c;     
  output [3:0] s;     
  output [3:0] cout;   
  wire [4:1] carrys;
  wire [3:0] p;
  wire [3:0] g;
  assign cout[3:0] = carrys[4:1];
  fulladder add0(.a(a[0]), .b(b[0]), .c(c),        .s(s[0]), .g(g[0]), .p(p[0]) );
  fulladder add1(.a(a[1]), .b(b[1]), .c(carrys[1]), .s(s[1]), .g(g[1]), .p(p[1]) );
  fulladder add2(.a(a[2]), .b(b[2]), .c(carrys[2]), .s(s[2]), .g(g[2]), .p(p[2]) );
  fulladder add3(.a(a[3]), .b(b[3]), .c(carrys[3]), .s(s[3]), .g(g[3]), .p(p[3]) );
  carry_lookahead lookahead(.cin(c),
   .p    (p    ),  
   .g    (g    ),  
   .c   (carrys)  
	);
endmodule
module carry_lookahead(cin, p,g,c);
	input cin;
	input [3:0] p,g;
	output[4:1] c;
	assign c[1] = g[0] | (p[0]&cin);
	assign c[2] = g[1] | (p[1]&c[1]);
	assign c[3] = g[2] | (p[2]&c[2]);
	assign c[4] = g[3] | (p[3]&c[3]);
endmodule
module fulladder (a, b, c, s, g, p);
	input a, b, c;
	output p, g, s;
	assign s = a ^ b ^ c;
	assign p = a ^ b; 
	assign g = a & b;
endmodule
$ cat /design/flow/run.sh
#!/bin/bash
# OpenROAD 26Q1-2900-gdf79404cd8, Yosys 0.63+post, stock flow scripts
make -C /OpenROAD-flow-scripts/flow DESIGN_CONFIG=/design/flow/config.mk WORK_HOME=/design/flow/orfs finish
$ cat /design/flow/config.mk
export PLATFORM = sky130hd
export DESIGN_NAME = Subtractor
export DESIGN_NICKNAME = Subtractor
export VERILOG_FILES = /design/flow/design.v
export SDC_FILE = /design/flow/constraint.sdc
export NUM_CORES = 4
export LEC_CHECK = 1
export CORE_AREA = 10 10 81 81
export DIE_AREA = 0 0 91 91
$ cat /design/flow/constraint.sdc
current_design Subtractor

set clk_period 11.6
set clk_io_pct 0.2

create_clock -name clk0 -period $clk_period

set non_clock_inputs [all_inputs -no_clocks]
set_input_delay [expr $clk_period * $clk_io_pct] -clock clk0 $non_clock_inputs
set_output_delay [expr $clk_period * $clk_io_pct] -clock clk0 [all_outputs]
==> flow_summary.json <==
{
  "final_period_minus_worst_setup_slack_ps": 11370,
  "n_fill_cell": 546,
  "sum_of_overflow_across_all_layers_after_global_routing": 0,
  "chip_area_um2": 8280,
  "worst-endpoint-arrival_ps": 9050,
  "grt_usage": 0.0380,
  "wl_per_cell_um": 9.37,
  "route.vias.total": 465,
  "yosys.cell_types.count": 5,
  "instances_no_fill": 167,
  "placement_rows": 25,
  "detailedPlacementHpwl_um": 1510,
  "grt_antenna_before_repair": 0,
  "power_density_nw_per_um2": 49.0,
  "final-hold-violation-count": 0,
  "postSynthAreaPerCell_um2": 8.64,
  "dr.first_iter.drc_count": 1,
  "vias_in_the_first_global_route": 522,
  "count_of_inserted_antenna_diode_cells": 0,
  "final_layout_size_suffix_gt1_frac": 0.100,
  "placedCellCount": 167,
  "ys_top_cells_by_area": "fa_1, buf_4, inv_1, ha_1, xnor2_1",
  "power.net_switching_w": 0.0000146,
  "drcViolationCount": 0,
  "fin_worst_hold_slack_ps": 5630,
  "fin_tns_setup_ps": 0,
  "postLayoutSetupSlackWorst_ps": 227,
  "timing.hold.worst.class": "in2out",
  "placeableCoreArea_um2": 4820,
  "grt_pass1_wl_um": 2590,
  "layout.clock_buffers": 0,
  "cp.required_ps": 9280,
  "synth-cells-yosys": 65,
  "drt-pass1-iter-count": 2,
  "preCtsSetupSlack_ps": -184,
  "comb_power_share": 1.000,
  "sort_of_element_at_the_end_of_the_critical_path": "output pin",
  "tool_warnings": 32,
  "overall_power_after_layout_w": 0.0000518,
  "grt_setup_unrepaired": "false",
  "netlist.top_cell.by_area": "fa_1",
  "seq_area_frac_synth": 0,
  "synth.most_common_cell": "inv_1",
  "slew-limit-headroom": 0.913,
  "finalCritPeriodShare": 0.980,
  "synth_warnings": 0,
  "pwr-share-seq": 0,
  "hold_buffers": 0,
  "die_height_um": 91,
  "grt_start_max_net_pins": 3,
  "via_per_inst": 2.78,
  "place.port_buffers": 50,
  "final-setup-viol-count": 0,
  "critPathLaunchType": "input port",
  "ys_top_cells_by_count": "inv_1, buf_4, fa_1, ha_1, xnor2_1",
  "vdd_drop_max_mv": 0.0197,
  "die-width_um": 91,
  "synth_area_um2": 562,
  "layout-area-overhead-vs-synth_pct": 88.0,
  "io-pin-count": 50,
  "power_leakage_nw": 0.484,
  "worstPathMaxFanout": 2,
  "worstSetupPathType": "in2out",
  "postRouteWirelength_um": 1570,
  "seq_cells": 0,
  "clock_power_share": 0,
  "initCoreUtil": 0.117,
  "gp_congestion": 0.749,
  "timing_max_transition_violations_final": 0,
  "maxClockFrequency_ghz": 0.0879,
  "seqCellArea_um2": 0,
  "top_area_frac": 0.535,
  "status": "finished, final reports clean",
  "yosys_area_um2": 562,
  "area.combinational_um2": 344,
  "netSwitchingFraction": 0.282,
  "antenna_left": 0,
  "power.internal_w": 0.0000372,
  "number_of_standard_cells_after_synthesis": 65,
  "transition_time_at_the_pin_with_the_least_slew_margin_ps": 130,
  "maxCapViolations": 0
}
## power groups by stage
| stage | clock network (W) | registers, W | logic [W] |
|---|---|---|---|
| CTS | 0 | 0 | 0.0000526 |
| global route | 0 | 0 | 0.0000597 |
| finish | 0 | 0 | 0.0000518 |
## critical path, stage by stage
cell and delay [ps]:
clkdlybuf4s50_1 450, inv_1 40, ha_1 190, fa_1 380
fa_2 350, fa_2 350, fa_1 390, fa_1 390
fa_2 350, fa_2 340, fa_2 350, fa_2 350
fa_1 380, fa_1 390, fa_2 350, fa_2 340
fa_1 380, inv_1 80, fa_2 420, clkdlybuf4s50_1 440
## per-stage QoR
| stage | utilization | area (µm²) |
|---|---|---|
| 2_1_floorplan | - | 562 |
| 3_3_place_gp | 0.215 | 1030 |
| 3_5_place_dp | 0.215 | 1030 |
| 4_1_cts | 0.217 | 1040 |
| 5_1_grt | 0.219 | 1060 |
| 6_report | 0.219 | 1060 |
## placed cells by master (no fill, tap or decap)
cell type | synthesis | layout
fa_1 | 15 | 6
fa_2 | 0 | 9
buf_4 | 16 | 1
ha_1 | 1 | 1
inv_1 | 32 | 32
clkdlybuf4s50_1 | 0 | 50
xnor2_1 | 1 | 1
## per-layer routing
layer,routed length [µm],up-vias,track usage
met1,650,194,0.0441
met5,0,-,0
met3,529,0,0.0515
met4,0,0,0
li1,-,218,-
met2,385,53,0.0424
## layout make-up
cell class                 instances  area share
tap                               67      0.0794
multi-input combinational         17       0.326
timing repair buffer              51       0.481
inverter                          32       0.114
## worst paths after layout
path,from,to,slack [ps],cells after the start
max,A[0],sum[15],230,20
min,B[0],sum[0],5630,4
## repair_timing
item / CTS / global route
gates resized: 4 / 5
buffers inserted: 0 / 0
endpoints found under the setup margin: 3 / 2
## kinds of logic (layout without fill, tap and decap cells)
group	Yosys count	count (layout)	share of synthesized area
buffers and inverters	48	83	0.428
adder cells (fa/ha/maj)	16	16	0.557
XOR/XNOR	1	1	0.0156
No activity file was given, so power comes from the tool's default toggle rates.
